==> /design/flow/design.v <==
`timescale 1ns / 1ps
module Graphics(
	input clk,
	input [15:0] data_mem_to_vga,
	output [13 : 0] addr_vga_to_mem,
	output hsync,
	output vsync, 
	output [7:0] color
   );
	wire req;
	wire[8:0] RGBRow;
	wire[9:0] RGBCol;
	wire[7:0] nextRGB2;
	rgbGen rgbGenerator(req, clk, RGBRow, RGBCol, nextRGB2, data_mem_to_vga, addr_vga_to_mem);
	VGATest vgaSignal(clk, nextRGB2, color, hsync, vsync, RGBRow, RGBCol, req);
endmodule
`timescale 1ns / 1ps
module VGATest(
	input clk,
	input[7:0] nextRGB2,
	output reg[7:0] rgb,
	output reg hsync,
	output reg vsync,
	output[8:0] RGBRow,
	output[9:0] RGBCol,
	output req
    );
	reg[1:0] pixelCounter;
	reg[9:0] colCounter;  
	reg[9:0] rowCounter;  
	wire[9:0] nextRowCounter;
	wire[1:0] nextPixelCounter;
	wire[9:0] nextColCounter;
	wire rowEnd;
	wire colEnd;
	wire pixelEnd;
	wire nextHSync;
	wire nextVSync;
	wire[7:0] nextRGB;
	wire visible;
	assign RGBRow = rowCounter[8:0] - 8'd34;
	assign RGBCol = colCounter - 9'd47;
	assign nextPixelCounter = pixelCounter + 1'b1;
	assign pixelEnd = pixelCounter == 3;
	assign nextColCounter = !pixelEnd ? colCounter : !colEnd ? colCounter + 1'b1 : 1'b0;   
	assign colEnd = pixelEnd && colCounter == 799; 
	assign nextRowCounter = !colEnd ? rowCounter : !rowEnd ? rowCounter + 1'b1 : 1'b0;   
	assign rowEnd = colEnd && rowCounter == 524; 
	assign visible = nextRowCounter > 32 && nextRowCounter < (525-12) && nextColCounter > 47 && nextColCounter < (800-112);
	assign req = RGBRow < 480 && RGBCol < 640 && pixelEnd ?
						1'b1 : 1'b0;
	assign nextRGB = visible ? 
					 nextRGB2 : 1'b0;
	assign nextHSync = nextColCounter > (799-96) ? 1'b0 : 1'b1;
	assign nextVSync = nextRowCounter > (524-2) ? 1'b0 : 1'b1;
	initial begin
		pixelCounter = 0;
		colCounter = 0;
		rowCounter = 0;
		rgb = 0;
		hsync = 1;
		vsync = 1;
	end
	always@(posedge clk) begin
		pixelCounter <= nextPixelCounter;
		colCounter <= nextColCounter;
		rowCounter <= nextRowCounter;
		hsync <= nextHSync;
		vsync <= nextVSync;
		if(pixelEnd)
			rgb <= nextRGB;
	end
endmodule
`timescale 1ns / 1ps
module rgbGen(
	input req,
	input clk,
	input[8:0] row,
	input[9:0] col,
	output reg[7:0] rgb,
	input[15:0] dataOut,
	output reg[13:0] addr
    );
	reg[1:0] state;
	reg[7:0] textColor;
	always @ (*) begin
			addr <= 0;
		if(state == 0) begin
			addr <= {1'b0, row[8:3], col[9:3]};
		end
		if(state == 1) begin
			addr <= {4'd0, dataOut[7:0], row[2:1]} + 14'h2000;
		end
	end
	always@(posedge clk) begin
		if(req) begin
				state <= 0;
		end
		if(state < 3)
			state <= state + 1'b1;
		if(state == 2) begin
			if(dataOut[{~row[0], col[2:0]}])
				rgb = textColor;
			else
				rgb = 0;
		end
		if(state == 1) begin
			textColor = dataOut[15:8];
		end
	end
endmodule
==> /design/flow/run.sh <==
#!/bin/bash
# OpenROAD 26Q1-2900-gdf79404cd8, Yosys 0.63+post, stock flow scripts
make -C /OpenROAD-flow-scripts/flow DESIGN_CONFIG=/design/flow/config.mk WORK_HOME=/design/flow/orfs finish
==> /design/flow/config.mk <==
export PLATFORM = sky130hd
export DESIGN_NAME = Graphics
export DESIGN_NICKNAME = Graphics
export VERILOG_FILES = /design/flow/design.v
export SDC_FILE = /design/flow/constraint.sdc
export NUM_CORES = 4
export LEC_CHECK = 1
export CORE_UTILIZATION = 40
==> /design/flow/constraint.sdc <==
current_design Graphics

set clk_period 7.2
set clk_io_pct 0.2

create_clock -name clk0 -period $clk_period [get_ports {clk}]

set non_clock_inputs [all_inputs -no_clocks]
set_input_delay [expr $clk_period * $clk_io_pct] -clock clk0 $non_clock_inputs
set_output_delay [expr $clk_period * $clk_io_pct] -clock clk0 [all_outputs]
==> ci_impl_report.md <==
### Yosys + OpenROAD results

| Metric | Value |
|---|---|
| WP data arrival | `2.62 ns` |
| Yosys reg bits | `about 50` |
| Cell count after synthesis | `280` |
| Placed Cells | `400` |
| RR Endpoint | `vgaSignal.rgb[6]` |
| CP required | `5.76 ns` |
| # diodes | `0` |
| Area share, top type | `0.270` |
| Combinational Power Share | `0.028` |
| Vias in the first global route | `1901` |
| FFs w/ async S/R, synth | `0` |
| CTS Root Cell | `clkbuf_8` |
| Worst-margin pin slew | `0.670 ns` |
| GRT Overall Usage | `0.172` |
| Number of routed nets with antenna violations | `0` |
| Hold Crit Depth | `1` |
| CTS Hold Bufs | `0` |
| Drt pass-1 iters | `4` |
| Final setup violation count | `0` |
| Reg power frac | `0.613` |
| Final Cycle Share | `0.564` |
| Final core utilization | `0.497` |
| # clock sinks | `50` |
| Path depth of the worst reg2reg path | `8` |
| Pins Over Slew Limit | `0` |
| Hold WS | `0.388 ns` |
| CP endpoint | `addr_vga_to_mem[3]` |
| Worst setup margin | `about 3.1 ns` |
| Num CTS Buffers | `5` |
| Via density per instance | `5.22` |
| Routed len/inst | `14.5 um` |
| Clock latency (worst-skew pair) | `0.30 ns` |
| Clock power frac | `0.359` |
| H-tree levels | `2` |
| Post-CTS setup buffers | `0` |
| Core area | `just under 0.007 mm2` |
| Setup TNS | `0 ns` |
| Avg Synthesized Cell Area | `10.3 um2` |
| VDD IR max | `0.0000662 V` |
| Non-filler cells, final | `408` |
| Setup crit start kind | `register` |
| Distinct cells, synth | `around 62` |
| Die width | `87.0 um` |
| Yosys stat area | `0.00289 mm2` |
| First-pass GRT wire length | `just under 10000 um` |
| Die Y-Extent | `about 87 um` |
| Minimum clock period | `4.06 ns` |
| Top-count cell post-synth | `edfxtp_1` |
| GRT overflow | `0` |
| Leak Pwr | `1.26 nW` |
| Routability-driven placement congestion ratio | `about 0.86` |
| Setup slack, reg-to-reg | `3.99 ns` |
| Top FF cell, synth | `edfxtp_1` |
| I/O Buffers | `40` |
| CTS tree | `done` |
| Vias after detailed routing | `2129` |
| R2r startpoint | `vgaSignal.colCounter[0]` |
| DR iter-0 viols | `140` |
| Final hold violation count | `0` |
| Sequential-to-total area share from yosys stat | `0.437` |
| Clock tree buffer depth | `2` |
| Drt total wl | `5900 um` |
| Yosys cell count | `around 280` |
| Critical path type | `reg2out` |
| Drc violations | `0` |
| Setup Skew | `~0.0044 ns` |
| Area delta synth->final | `18.3%` |
| Largest net degree at the start of global routing | `21` |
| Post-synth EDFFs | `26` |
| Floorplan core density | `0.420` |
| Net switching power figure | `0.000105 W` |
| Number of placement rows | `30` |
| Power Density | `142 mW/mm2` |
| Max-cap violation count | `0` |
| Top cells by count, synth | `26 x edfxtp_1, 24 x dfxtp_1, 21 x nand2_1, 15 x inv_1` |
| Post_cts resized | `0` |
| Layout cells sized above 1 | `0.0929` |
| Top cells, area | `edfxtp_1 27%, dfxtp_1 17%, ha_1 4.3%` |
| Ys Warns | `2` |
| Hold Crit Class | `reg2reg` |
| DIE AREA | `0.00756 mm2` |
| OpenROAD warnings | `30` |
| Sw Share | `0.217` |
| Initial antenna violation count | `0` |
| Io pins | `41` |
| Worst setup path startpoint | `rgbGenerator.state[1]` |
| Status | `finished, final reports clean` |
| Int Pwr | `between 0.0003 and 0.0004 W` |
| Cell type with the largest total area | `edfxtp_1` |
| Crit path max fanout | `18` |
| CP Capture Type | `output pin` |
| RSZ-0062 raised after global routing | `no` |
| FMAX | `246 MHz` |
| Dpl hpwl | `4330 um` |
| Post-Place Worst Slack | `3.16 ns` |
| Clk pin slew, worst setup/hold paths | `0.10 ns` |
| Rel. slew slack | `0.554` |
| Mapped Area | `0.00289 mm2` |
cell usage in the layout, fill, tap and decap left out, types with 3 or more instances in the layout:
cell,instances
clkbuf_8,5
xor2_1,8
nor2b_1,11
a31oi_1,3
a21oi_1,7
edfxtp_1,26
nand4_1,4
nor4_1,3
o31ai_1,7
mux4_2,4
nor2_1,13
a21o_1,3
and2_1,11
inv_1,15
ha_1,10
dfxtp_1,24
nor3_1,5
o21ai_0,13
xnor2_1,13
nand3_1,11
clkdlybuf4s50_1,40
or2_2,3
nand2_1,21
power groups by stage:
stage | Clock, W | Sequential, W | Combinational (W)
5_1_grt | 0.000192 | 0.000298 | 0.0000148
6_report | 0.000174 | 0.000297 | 0.0000137
4_1_cts | 0.000181 | 0.000297 | 0.0000138
how the worst min path moves through the flow:
stage | slack, ns | end | from
6_report | 0.39 | vgaSignal.pixelCounter[0] | vgaSignal.pixelCounter[0]
5_1_grt | 0.42 | vgaSignal.pixelCounter[0] | vgaSignal.pixelCounter[0]
4_1_cts | 0.39 | vgaSignal.pixelCounter[0] | vgaSignal.pixelCounter[0]
flip-flops by register name, indices dropped and copies added, names as in the netlist:
signal / count
rgbGenerator.rgb: 8
rgbGenerator.state: 2
rgbGenerator.textColor: 8
vgaSignal.colCounter: 10
vgaSignal.hsync: 1
vgaSignal.pixelCounter: 2
vgaSignal.rgb: 8
vgaSignal.rowCounter: 10
vgaSignal.vsync: 1
worst max-delay path, stage by stage (launching register included):
cell             delay, ns
edfxtp_1              0.44
inv_1                 0.10
ha_1                  0.59
inv_1                 0.19
nand2_1               0.35
a21oi_1               0.09
a21o_1                0.16
clkdlybuf4s50_1       0.41
per-stage QoR:
step	instance area, um2	power [W]
2_1_floorplan	2890	0.000307
4_1_cts	3420	0.000492
3_3_place_gp	3320	0.000318
5_1_grt	3420	0.000505
6_report	3420	0.000485
3_5_place_dp	3320	0.000318
final cells by class:
class,count,area (um2)
fillers,627,3450
multi-input cells,197,1470
flip-flops and latches,50,1260
repair buffers,41,408
well taps,96,120
clock buffers,5,68.8
inverters,16,60.1
clock inverters,3,28.8
cells by family after synthesis:
logic type | count (synthesis) | synth area share
AND/OR/NAND/NOR | 104 | 0.224
adder cells (fa/ha/maj) | 10 | 0.0433
flip-flops | 50 | 0.437
buffers and inverters | 33 | 0.0542
AND-OR/OR-AND | 54 | 0.132
multiplexers | 8 | 0.0459
XOR/XNOR | 21 | 0.0637
layer usage:
metal	part of all wire	global-route usage	routed length, um	vias up
met2	0.44	0.246	2630	59
met4	0.0049	0.0152	29	0
met1	0.50	0.297	2940	982
met3	0.052	0.0250	309	2
li1	-	-	-	1086
met5	0	0	0	-
Power and IR drop assume default switching activity.
