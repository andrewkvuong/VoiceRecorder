<file path="/design/flow/run.sh">
#!/bin/bash
# OpenROAD 26Q1-2900-gdf79404cd8, Yosys 0.63+post, stock flow scripts
make -C /OpenROAD-flow-scripts/flow DESIGN_CONFIG=/design/flow/config.mk WORK_HOME=/design/flow/orfs finish
</file>
<file path="/design/flow/config.mk">
export PLATFORM = sky130hd
export DESIGN_NAME = IOController
export DESIGN_NICKNAME = IOController
export VERILOG_FILES = /design/flow/design.v
export SDC_FILE = /design/flow/constraint.sdc
export NUM_CORES = 4
export LEC_CHECK = 1
export CORE_UTILIZATION = 30
</file>
<file path="/design/flow/constraint.sdc">
current_design IOController

set clk_period 5.9
set clk_io_pct 0.2

create_clock -name clk0 -period $clk_period [get_ports {clk}]

set non_clock_inputs [all_inputs -no_clocks]
set_input_delay [expr $clk_period * $clk_io_pct] -clock clk0 $non_clock_inputs
set_output_delay [expr $clk_period * $clk_io_pct] -clock clk0 [all_outputs]
</file>
<file path="/design/flow/design.v">
`timescale 1ns / 1ps
module AudioOut(
	input clk,
	input start,
	input[7:0] mem_data_upper,
	input[4:0] mem_data_lower,
	output reg[23:0] addr,
	output data,
	output NC,
	output gain,
	output stop,
	output reg audio_req,
	input data_ready,
	output reg done,
	input[1:0] speed,
	input stopPlaying,
	input[23:0] stopPosition
    );
	assign NC = 0;
	assign gain = 1;  
	assign stop = start;  
	reg [7:0] data_saved_upper;
	reg [4:0] data_saved_lower;
	reg[15:0] counter;
	initial addr = 24'h10000;
	always @ (*) begin
		audio_req = 0;
		if(counter == 0 && stop) begin
			audio_req = 1;
		end
	end
	wire[12:0] dataCompare;
	wire[12:0] countLimit;
	assign countLimit = (speed != 0) ? speed == 1 ? 13'd4096 : 13'd2048 : 13'd8191;
	assign dataCompare = (speed != 0) ? speed == 1 ? {data_saved_upper, data_saved_lower[4:1]} : {data_saved_upper, data_saved_lower[4:2]} : {data_saved_upper, data_saved_lower};
	assign data = dataCompare > counter;
	always @ (posedge clk) begin
		counter <= counter + 1'b1;
		if(data_ready) begin
			data_saved_upper <= mem_data_upper;
			data_saved_lower <= mem_data_lower;
		end
		if(done == 1 && start) begin
			done <= 0;
			addr <= 24'h10000;
			counter <= 0;
		end
		if(stopPlaying) begin
			addr<= 24'h10000;
			counter <= 0;
		end
		else if(counter == countLimit) begin
			counter <= 0;
			addr <= addr + 1'b1;
			if(addr == stopPosition) begin
				addr <= 24'h10000;
				done <= 1;
			end
		end
	end
endmodule
`timescale 1ns / 1ps
module ButtonDebouncer(input clk, input button, output reg debounced
    );
		reg[16:0] counter;
	reg[16:0] sampled;
	reg buttonPressed;
	always @ (posedge clk) begin
		debounced <= 0;
		counter <= counter + 1'b1;
		if(button)
			sampled <= sampled + 1'b1;
		if(counter == 100000) begin
			counter <= 0;
			sampled <= 0;
			if(sampled >= 50000 && buttonPressed == 0) begin
				debounced <= 1;
				buttonPressed <= 1;
			end
			else if(sampled < 50000 && buttonPressed == 1) begin
				debounced <= 0;
				buttonPressed <= 0;
			end
		end
	end
endmodule
`timescale 1ns / 1ps
module IOController(
	input clk, 
	input[15:0] data_mem_audio,
	output reg[23:0] addr_audio_to_mem,
	output audio_data,
	output NC,
	output gain,
	output stop,
	output reg audio_we,
	output reg [15:0] audio_data_to_mem,
	output reg audio_req,
	input audio_data_ready,
	input[2:0] button,
	output reg[13:0] addr_IO_to_mem,
	output reg IO_we,
	output reg[15:0] IO_data_to_mem,
	input[15:0] data_mem_IO,
	input mic_sdata,					 
	output mic_cs_n,					 
	output mic_sclk					 
    );
	wire[2:0] button_d;
	ButtonDebouncer _ButtonDebouncer0(.clk(clk), .button(button[0]), .debounced(button_d[0]));
	ButtonDebouncer _ButtonDebouncer1(.clk(clk), .button(button[1]), .debounced(button_d[1]));
	ButtonDebouncer _ButtonDebouncer2(.clk(clk), .button(button[2]), .debounced(button_d[2]));
	reg speaker_start = 0;
	reg mic_start = 0;
	reg[1:0] speed = 1;
	wire audio_done;
	wire mic_done;
	wire[23:0] addr_speaker_to_mem;
	wire[23:0] addr_mic_to_mem;
	wire[15:0] mic_to_mem_data;
	wire speaker_req;
	wire mic_mem_req;
	reg stopPlaying;
	reg[23:0] stopPosition = 23'h100000;
	AudioOut _AudioOut(.clk(clk),
							 .mem_data_upper(data_mem_audio[7:0]),
							 .mem_data_lower(data_mem_audio[15:11]),
							 .addr(addr_speaker_to_mem),
							 .data(audio_data),
							 .NC(NC),
							 .gain(gain),
							 .stop(stop),
							 .start(speaker_start),
							 .audio_req(speaker_req),
							 .data_ready(audio_data_ready),
							 .done(audio_done),
							 .speed(speed),
							 .stopPlaying(stopPlaying),
							 .stopPosition(stopPosition)
							 );
	MicModule_3 _mic (
    .sys_clk(clk), 
    .sdata(mic_sdata), 
    .cs_n(mic_cs_n), 
    .sclk(mic_sclk), 
    .mic_to_mem_data(mic_to_mem_data), 
    .mic_to_mem_addr(addr_mic_to_mem), 
    .mic_to_mem_we(mic_to_mem_we), 
    .mic_to_mem_req(mic_to_mem_req), 
    .start_sample(mic_start), 
	 .done_recording(mic_done)
    );						 
	reg[3:0] state = 0;
	reg[6:0] waitingCount = 0;
	parameter IDLE = 0;
	parameter BUTTONUP = 1;
	parameter BUTTONDOWN = 2;
	parameter BUTTONSELECT = 3;
	parameter FETCHSELECT = 6;
	parameter DECODESELECT = 4;
	parameter PLAYAUDIO = 5;
	parameter STARTRECORD = 7;
	parameter STOPPLAY = 8;
	parameter STOPRECORD = 9;
	parameter WAITSTOP = 10;
	always@(*)begin
		IO_we = 0;
		addr_IO_to_mem = 0;
		IO_data_to_mem = 0;
		speaker_start = 0;
		mic_start = 0;
		addr_audio_to_mem = 0;
		audio_req = 0;
		audio_data_to_mem = 16'd0;
		audio_we = 1'b0;
		stopPlaying = 0;
		case(state)
			BUTTONUP: begin
				IO_we = 1;
				addr_IO_to_mem = 24'h3FFC;  
				IO_data_to_mem = 4;
			end
			BUTTONDOWN: begin
				IO_we = 1;
				addr_IO_to_mem = 24'h3FFC;
				IO_data_to_mem = 1;
			end
			BUTTONSELECT: begin
				IO_we = 1;
				addr_IO_to_mem = 24'h3FFC;
				IO_data_to_mem = 5;
			end
			FETCHSELECT: begin
					addr_IO_to_mem = 24'h3FFF;  
			end
			DECODESELECT: begin
			end
			PLAYAUDIO: begin
				speaker_start = 1;  
				addr_audio_to_mem = addr_speaker_to_mem;
				audio_req = speaker_req;
			end
			STARTRECORD: begin
				mic_start = 1;
				addr_audio_to_mem = addr_mic_to_mem;
				audio_req = mic_to_mem_req;
				audio_we = mic_to_mem_we;
				audio_data_to_mem = mic_to_mem_data;
			end	
			STOPPLAY: begin
				stopPlaying = 1;  
				IO_we = 1;
				addr_IO_to_mem = 24'h3FFE;
				IO_data_to_mem = 0;
			end
			STOPRECORD: begin
				stopPlaying = 1;
				IO_we = 1;
				addr_IO_to_mem = 24'h3FFE;
				IO_data_to_mem = 0;
			end
			WAITSTOP: begin
				stopPlaying = 1;
			end
		endcase
	end
	always@(posedge clk) begin
		if(state == IDLE) begin
			if(button_d[0] == 1) begin
				state <= BUTTONUP;
			end
			else if(button_d[1] == 1) begin
				state <= BUTTONDOWN;
			end
			else if(button_d[2] == 1) begin
				state <= BUTTONSELECT;
			end
		end
		else if(state == BUTTONUP) begin
			state <= IDLE;
		end
		else if(state == BUTTONDOWN) begin
			state <= IDLE;
		end
		else if(state == BUTTONSELECT) begin
			state <= FETCHSELECT;
		end
		else if(state == FETCHSELECT) begin
			waitingCount <= waitingCount + 1'b1;
			if(waitingCount == 127) begin
				state <= DECODESELECT;
			end
		end
		else if(state == DECODESELECT) begin
			if(data_mem_IO == 1) begin
				speed <= 1;
				state <= PLAYAUDIO;
			end
			else if(data_mem_IO == 2) begin
				speed <= 0;
				state <= PLAYAUDIO;
			end
			else if(data_mem_IO == 3) begin
				speed <= 2;
				state <= PLAYAUDIO;
			end
			else if(data_mem_IO == 4) begin
				state <= STARTRECORD;
			end
			else begin
				state <= IDLE;
			end
		end
		else if(state == PLAYAUDIO) begin
			if(button_d[2] == 1) begin
				state <= STOPPLAY;	
			end
			if(audio_done) begin
				state <= STOPPLAY;  
			end
		end
		else if(state == STARTRECORD) begin
			if(addr_mic_to_mem != 0) begin
				stopPosition <= addr_mic_to_mem;
			end
			if(button_d[2] == 1) begin
				state <= STOPRECORD;	
			end
			if(mic_done) begin
				state <= STOPRECORD; 
			end
		end
		else if(state == STOPRECORD) begin
			state <= WAITSTOP;
		end
		else if(state == STOPPLAY) begin
			state <= WAITSTOP;
		end
		else if(state == WAITSTOP) begin
			state <= IDLE;
		end
	end
endmodule
`timescale 1ns / 1ps
module MicModule_3(
	input sys_clk,
	input sdata,					 
	output reg cs_n, 				 
	output reg sclk,				 
	output reg [15:0] mic_to_mem_data,  
	output reg [23:0] mic_to_mem_addr,
	output reg mic_to_mem_we,
	output reg mic_to_mem_req,
	input start_sample,			 
	output reg done_recording
   );
	parameter idle = 0;
	parameter first_cycle = 1;
	parameter receive_data = 2;
	parameter quiet_time = 3;
	parameter ST_WRITE_DATA = 4;
	parameter sample_rate_delay = 5;
	reg [3:0] state = 0;
	parameter AUDIO_START_ADDR = 24'h10000;
    parameter AUDIO_END_ADDR = 24'h160000;
	reg [15:0] sample_rate_counter = 0; 	 
	reg [2:0] sclk_div = 0;	 
	reg [3:0] sdata_ct = 0;
	reg [2:0] quiet_ct = 0;
	reg [23:0] next_addr = 0;
	initial cs_n = 1;			 
	initial sclk = 1;			 
	initial mic_to_mem_data = 0;
	initial done_recording = 0;
	always@(*) begin
		mic_to_mem_we = 0;
		mic_to_mem_req = 0;
		mic_to_mem_addr = 0;
		if(ST_WRITE_DATA) begin
			mic_to_mem_we = 1;
			mic_to_mem_req = 1;
			mic_to_mem_addr = next_addr;
		end
	end
	always@(posedge sys_clk)
	begin
		if(state != idle)
		begin
			sample_rate_counter <= sample_rate_counter + 1'b1;
		end
		if(state == idle)
		begin
			next_addr <= AUDIO_START_ADDR;
			done_recording <= 0;
			if(start_sample) 
			begin
				state <= first_cycle;
			end
		end
		if(state == first_cycle)  
		begin
			mic_to_mem_data <= 0;
			cs_n <= 0;
			state <= receive_data;
		end
		if(state == receive_data)  
		begin
			sclk_div <= sclk_div + 1'b1;
			if(sclk_div == 5)
			begin
				sclk_div <= 0;
			end
			if(sclk_div == 0)
			begin
				sclk <= 0;
			end
			if(sclk_div == 3)
			begin
				sclk <= 1;
				sdata_ct <= sdata_ct + 1'b1;
				if(sdata_ct < 15)  
				begin
					mic_to_mem_data <= { mic_to_mem_data[14:0], sdata };
				end
				if(sdata_ct == 15)
				begin
					sdata_ct <= 0;
					state <= quiet_time;
				end
			end
		end  
		if(state == quiet_time)
		begin
			sclk <= 1;
			cs_n <= 1;
			quiet_ct <= quiet_ct + 1'b1;
			if(quiet_ct == 4)
			begin
				quiet_ct <= 0;
				state <= ST_WRITE_DATA;
			end
		end
		if(state == ST_WRITE_DATA) begin
			state <= sample_rate_delay;
			next_addr <= next_addr + 1'b1;
			if(next_addr == AUDIO_END_ADDR) begin
				next_addr <= AUDIO_START_ADDR;
				done_recording <= 1;
				state <= idle;
			end
		end
		if(state == sample_rate_delay)
		begin
			if(sample_rate_counter == 4096)  
			begin
				sample_rate_counter <= 0;
				if(start_sample)
					state <= first_cycle;
				else 
					state <= idle;
			end
		end
	end
endmodule
</file>
==> results.json <==
{
  "diodes": 0,
  "cts_resized": 0,
  "edf_count": 87,
  "reg2regPathDepth": 7,
  "fp-row-count": 77,
  "grt_usage": 0.124,
  "cts_hold_buf": 0,
  "via_per_inst": 4.65,
  "cts.sinks": 272,
  "cts_tree": "done",
  "critPathMaxStageDelay_ns": 0.51,
  "grt_overflow": 0,
  "htree_levels": 1,
  "grt_max_degree": 39,
  "post_cts_buffers": 0,
  "clk_pin_slew_ns": 0.06,
  "ys_cells": 1456,
  "drc": 0,
  "cts_made_buffers": 31,
  "arrival_ns": 3.17,
  "cts_buffer_depth": 3,
  "antenna_found_initial": 0,
  "drv_slew": 0,
  "tightest_slew_ns": 0.877,
  "ir_drop_v": 0.000254,
  "coreArea_um2": 44200,
  "critPathBufInv": 2,
  "gp_congestion": 0.845,
  "io_buffer_count": 97,
  "numSynthFlops": 272,
  "hp-class": "register to register",
  "totalWireLength_um": 27500,
  "skew_ns": 0.0285,
  "chip_area_um2": 45700,
  "ys.flop_type": "dfxtp_1",
  "fp_util": 0.304,
  "p_leak_nw": 6.14,
  "drive_above_1_share": 0.0550,
  "status": "finished clean",
  "fmax_mhz": 230,
  "ys_types": 60,
  "synth_warnings": 6,
  "syn2layout_area_growth_pct": 19.3,
  "critPathKind": "register to primary output",
  "yosysTopAreaCellShare": 0.275,
  "whs_path_depth": 0,
  "final_util": 0.363,
  "final_area_um2": 16000,
  "pin_count": 117,
  "synth-async-reset-ratio": 0,
  "grt_pass1_wl_um": 45300,
  "clkLatencyLatePin_ns": 0.59,
  "powerDensity_nw_per_um2": 328,
  "hold_viol_final": 0,
  "cp.depth": 11,
  "endpoint_kind": "primary output",
  "relSlewSlack": 0.414,
  "dpl.hpwl_um": 18900,
  "die_height_um": 214,
  "fin_crit_ns": 4.35,
  "required_ns": 4.72,
  "lay_top_cells": "219 x nor2_1, 185 x dfxtp_1, 108 x nand2_1, 101 x xor2_1, 97 x clkdlybuf4s50_1",
  "start_kind": "register",
  "stdcell_count": 2156,
  "max-cap-violations": 0,
  "rsz0062_at_grt": "false",
  "place_area_um2": 14900,
  "crit_top_cell": "o21ai_0",
  "final_common_cell": "nor2_1",
  "yosys-top-cells-area": "dfxtp_1 28%, edfxtp_1 19%, xor2_1 6.6%, nor2_1 6.1%, xnor2_1 4.6%",
  "setup_viol": 0,
  "crit_family": "AND-OR/OR-AND gates",
  "yosysChipArea_um2": 13500,
  "synth_area_per_cell_um2": 9.24,
  "synth_seq_share": 0.469,
  "die_x_um": 214,
  "vias": 10000,
  "cp_slowest_cell": "clkdlybuf4s50_1",
  "warnings": 43,
  "synth_top_cell_by_area": "dfxtp_1",
  "drt_pass1_iterations": 4,
  "whs_ns": 0.421,
  "syn_inst": 1456,
  "routedWlPerCell_um": 12.7,
  "tns_ns": 0,
  "ant_nets": 0,
  "crit_path_max_fanout": 16,
  "grt_pass1_vias": 9385,
  "crit_path_cell_trace": "buf_4, mux2i_1, o21ai_0, ha_1, nor2b_1, o211ai_1, a21boi_0, o211a_1, o21ai_0, a21oi_1, clkdlybuf4s50_1",
  "root_buffer": "clkbuf_16",
  "dpl.cell_count": 2098,
  "netlist_area_um2": 13500,
  "final.period_utilization": 0.738,
  "drt_iter0_markers": 477
}
[metal layers]
layer / up-vias / wire, µm / global-route usage
met1: 4671 / 13500 / 0.184
met3: 36 / 1100 / 0.0217
met5: - / 0 / 0
li1: 5171 / - / -
met4: 0 / 512 / 0.0239
met2: 150 / 12400 / 0.196
[layout make-up]
cell class                 instances  area [µm²]
tap                              592         741
inverter                          67         251
multi-input combinational       1056        6550
sequential                       272        6320
fill                            4255       28200
clock inverter                    17         236
clock buffer                      41         875
timing repair buffer             111        1080
[cell usage after synthesis, drive strengths merged, types with 2 or more instances]
master	number
a211o	2
a211oi	3
a21boi	2
a21o	20
a21oi	30
a22oi	2
a31oi	6
and2	19
and3	28
and4	11
buf	35
clkbuf	40
conb	2
dfxtp	185
edfxtp	87
ha	40
inv	66
mux2i	41
nand2	108
nand2b	4
nand3	88
nand3b	2
nand4	33
nand4b	5
nor2	219
nor2b	11
nor3	27
nor3b	11
nor4	30
nor4b	3
nor4bb	2
o211ai	7
o21a	6
o21ai	65
or2	7
or3	18
or4	5
or4b	3
xnor2	70
xor2	101
[flip-flops by register name (all words and copies together) (netlist names), 16 cells and up]
name,count
_ButtonDebouncer2.sampled,17
stopPosition,24
_ButtonDebouncer1.sampled,17
_ButtonDebouncer0.counter,17
_AudioOut.addr,24
_ButtonDebouncer2.counter,17
_AudioOut.counter,16
_ButtonDebouncer0.sampled,17
_mic.mic_to_mem_data,16
_mic.next_addr,24
_ButtonDebouncer1.counter,17
_mic.sample_rate_counter,16
[kinds of logic after synthesis]
logic type | Yosys count | synth area share
XOR/XNOR | 171 | 0.111
AND-OR/OR-AND | 151 | 0.0689
flip-flops | 272 | 0.469
adder cells (fa/ha/maj) | 40 | 0.0372
other | 2 | 0.000558
buffers and inverters | 142 | 0.0490
AND/OR/NAND/NOR | 637 | 0.233
multiplexers | 41 | 0.0305
[per-stage QoR]
stage	total power, mW	setup slack, ns
2_1_floorplan	2.87	2.29
3_3_place_gp	3.22	2.15
3_5_place_dp	3.23	2.09
4_1_cts	5.33	1.43
5_1_grt	5.53	1.32
6_report	5.26	1.55
[final timing paths]
check	startpoint	endpoint	slack, ns
max	speed[0]	audio_data	1.55
min	_mic.state[3]	_mic.state[3]	0.42
max reg2reg	_AudioOut.counter[6]	_AudioOut.addr[12]	2.82
min reg2reg	_mic.state[3]	_mic.state[3]	0.42
[report_power, final]
| group | internal, mW | leakage, nW | switching (mW) | total (mW) |
|---|---|---|---|---|
| clock network | 1.27 | 0.543 | 0.801 | 2.07 |
| registers | 2.07 | 2.19 | 0.165 | 2.23 |
| logic | 0.509 | 3.41 | 0.451 | 0.960 |
| total | 3.84 | 6.14 | 1.42 | 5.26 |
Power is estimated from default activity; no workload was simulated.
