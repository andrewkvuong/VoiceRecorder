**design/flow/config.mk**
```make
export PLATFORM = sky130hd
export DESIGN_NAME = Core
export DESIGN_NICKNAME = Core
export VERILOG_FILES = /design/flow/design.v
export SDC_FILE = /design/flow/constraint.sdc
export NUM_CORES = 4
export LEC_CHECK = 1
export CORE_UTILIZATION = 30
```
**design/flow/constraint.sdc**
```tcl
current_design Core

set clk_period 11.8
set clk_io_pct 0.2

create_clock -name clk0 -period $clk_period [get_ports {clk}]

set non_clock_inputs [all_inputs -no_clocks]
set_input_delay [expr $clk_period * $clk_io_pct] -clock clk0 $non_clock_inputs
set_output_delay [expr $clk_period * $clk_io_pct] -clock clk0 [all_outputs]
```
**design/flow/design.v**
```verilog
`timescale 1ns / 1ps
module Core(
	input clk,
	input core_hold,
	output reg[23:0] addr,  
	input [15:0] read_data,  
	output reg[15:0] write_data,
	output reg write_enable,  
	output reg req,
	input sw
    );
	reg		   reg_write_enable;
	reg  [3:0] reg_read_index_1;
	reg  [3:0] reg_read_index_2;
	reg  [3:0] reg_write_index;
	reg [23:0] reg_write_data;
	wire [23:0] reg_read_data_1;
	wire [23:0] reg_read_data_2;
	RegFile _RegFile(.clk(clk),
						  .write_enable(reg_write_enable),
						  .read_index_1(reg_read_index_1),
						  .read_index_2(reg_read_index_2),
						  .write_index(reg_write_index),
						  .write_data(reg_write_data),
						  .read_data_1(reg_read_data_1),
						  .read_data_2(reg_read_data_2));
	parameter ADD = 5'b00000;
	parameter SUB = 5'b00001;
	parameter CMP = 5'b00010;
	parameter AND = 5'b00011;
	parameter OR = 5'b00100;
	parameter XOR = 5'b00101;
	parameter MOV = 5'b00110;
	parameter BLT = 5'b00111;
	parameter BLTE = 5'b01000;
	parameter LOAD = 5'b01001;
	parameter STORE = 5'b01010;
	parameter JR = 5'b01011;
	parameter BE = 5'b01100;
	parameter BNE = 5'b01101;
	parameter SHIFTLI = 5'b01110;
	parameter SHIFTRI = 5'b01111;
	parameter INC = 5'b11111;
	parameter ADDI = 5'b10000;
	parameter SUBI = 5'b10001;
	parameter CMPI = 5'b10010;
	parameter ANDI = 5'b10011;
	parameter ORI = 5'b10100;
	parameter XORI = 5'b10101;
	parameter MOVI = 5'b10110;
	parameter LOADI = 5'b10111;
	parameter STOREI = 5'b11000;
	parameter JA = 5'b11001;
	parameter BEI = 5'b11010;
	parameter BNEI = 5'b11011;
	parameter BLTI = 5'b11100;
	parameter BLTEI = 5'b11101;
	parameter JS = 5'b11110;	
	parameter FETCH = 0;
	parameter FETCH2 = 1;
	parameter FETCH3 = 2;
	parameter FETCH4 = 3;
	parameter OPERATION = 4;
	parameter BRANCH = 5;
	parameter LOADSTATE = 6;
	parameter STORESTATE = 7;
	parameter I_OPERATION = 8;
	parameter I_BRANCH = 9;
	parameter I_LOAD = 10;
	parameter I_STORE = 11;
	parameter LOADSTATE2 = 12;
	parameter I_LOAD2 = 13;
	parameter STORESTATE2 = 14;
	reg[4:0] state = FETCH;
	reg[23:0] PC = 23'h8000;
	reg neg_flag = 0;
	reg zero_flag = 0;
	reg[4:0] OPCODE = 0;  
	reg[22:0] immd = 0;
	always @ (*) begin
		addr = 0;
		req = 1'b0;
		write_enable = 0;
		reg_write_data = 0;
		write_data = 0;
		reg_write_enable = 0;
		if(!core_hold)
			if(state == FETCH) begin
				req = 1'b1;
				addr = {2'd0, PC};
			end
			else if(state == FETCH2) begin
			end
			else if(state == FETCH3) begin
				req = 1'b1;
				addr = {2'd0, PC};
			end
			else if(state == FETCH4) begin
			end
			else if(state == OPERATION) begin
				reg_write_enable = 1'b1;
				case(OPCODE)
					ADD: begin
							reg_write_data = reg_read_data_1 + reg_read_data_2;
					end
					SUB: begin
							reg_write_data = reg_read_data_1 - reg_read_data_2;
					end
					CMP: begin
							reg_write_data = reg_read_data_1 - reg_read_data_2;
					end
					AND: begin
							reg_write_data = reg_read_data_1 & reg_read_data_2;
					end
					OR: begin
							reg_write_data = reg_read_data_1 | reg_read_data_2;
					end
					XOR: begin
							reg_write_data = reg_read_data_1 ^ reg_read_data_2;
					end
					MOV: begin
							reg_write_data = reg_read_data_2;
					end
					SHIFTLI: begin
							reg_write_data = reg_read_data_1 << reg_read_index_2;
					end
					SHIFTRI: begin
							reg_write_data = reg_read_data_1 >> reg_read_index_2;
					end
					INC: begin
							reg_write_data = reg_read_data_1 + 1'b1;
					end
				endcase
				if(OPCODE == CMP) begin
					reg_write_enable = 1'b0;
				end
			end
			else if(state == I_BRANCH) begin
				if(OPCODE == JS) begin
						reg_write_data = PC;  
						reg_write_enable = 1;
				end
			end
			else if(state == LOADSTATE) begin
				req = 1'b1;
				addr = {2'b00, reg_read_data_2};  
			end
			else if(state == LOADSTATE2) begin
				reg_write_data = read_data;  
				reg_write_enable = 1;
			end
			else if(state == I_LOAD) begin
				req = 1'b1;
				addr = {3'b000, immd};
			end
			else if(state == I_LOAD2) begin
				reg_write_data = read_data;
				reg_write_enable = 1;
			end
			else if(state == STORESTATE) begin
				req = 1'b1;
				write_enable = 1;
				addr = {2'b00, reg_read_data_2};
				write_data = reg_read_data_1[15:0];
			end 
			else if(state == STORESTATE2) begin
			end
			else if(state == I_STORE) begin
				req = 1'b1;
				addr = {3'b00, immd};
				write_data = reg_read_data_1[15:0];
				write_enable = 1;
			end
			else if(state == I_OPERATION) begin
				reg_write_enable = 1'b1;
				case(OPCODE)
					ADDI: begin
							reg_write_data = reg_read_data_1 + immd;
					end
					SUBI:begin
							reg_write_data = reg_read_data_1 - immd;
					end
					CMPI: begin
							reg_write_data = reg_read_data_1 - immd;
					end
					ANDI: begin
							reg_write_data = reg_read_data_1 & immd;
					end
					ORI: begin
							reg_write_data = reg_read_data_1 | immd;
					end
					XORI: begin
							reg_write_data = reg_read_data_1 ^ immd;
					end
					MOVI: begin
							reg_write_data = immd;
					end
				endcase
				if(OPCODE == CMPI) begin
					reg_write_enable = 1'b0;
				end
			end
	end
	always @ (posedge clk) begin
		if(!core_hold)
			if(state == FETCH && sw) begin
				state <= FETCH2;
				PC <= PC + 1'b1;
			end
			else if(state == FETCH2) begin
					OPCODE = read_data[15:11];
					reg_read_index_1 <= read_data[10:7];
					reg_read_index_2 <= read_data[6:3];
					reg_write_index <= read_data[10:7];
					immd[22:16] <= read_data[6:0];
					if(OPCODE == INC || OPCODE <= MOV || OPCODE == SHIFTLI || OPCODE == SHIFTRI) begin
						state <= OPERATION;
					end
					else if(OPCODE[4] == 1'b1) begin  
						state <= FETCH3;
					end
					else if(OPCODE == LOAD) begin
						state <= LOADSTATE;
					end
					else if(OPCODE == STORE) begin
						state <= STORESTATE;
					end
					else begin
						state <= BRANCH;
					end
			end
			else if(state == OPERATION || state == I_OPERATION) begin
				if(reg_write_data == 0) begin
					zero_flag <= 1; 
				end
				else begin
					zero_flag <= 0;
				end
				if(reg_write_data[23] == 1'b1) begin
					neg_flag <= 1;
				end
				else begin
					neg_flag <= 0;
				end
				state <= FETCH;
			end
			else if(state == BRANCH) begin
				case(OPCODE)
					BLT: begin
						if(neg_flag) 
							PC <= reg_read_data_1;
					end
					BLTE: begin
						if(neg_flag || zero_flag) 
							PC <= reg_read_data_1;
					end
					JR: begin
						PC <= reg_read_data_1;
					end
					BE: begin
						if(zero_flag)
							PC <= reg_read_data_1;
					end
					BNE: begin
						if(!zero_flag) 
							PC <= reg_read_data_1;
					end
				endcase
				state <= FETCH;
			end 
			else if(state == I_BRANCH) begin
				case(OPCODE)
					BLTI: begin
						if(neg_flag) 
							PC <= immd;
					end
					BLTEI: begin
						if(neg_flag || zero_flag) 
							PC <= immd;
					end
					JA: begin
						PC <= immd;
					end
					JS: begin
						PC <= immd;
					end
					BEI: begin
						if(zero_flag)
							PC <= immd;
					end
					BNEI: begin
						if(!zero_flag) 
							PC <= immd;
					end
				endcase
				state <= FETCH;
			end
			else if(state == STORESTATE) begin
				state <= STORESTATE2;
			end
			else if(state == STORESTATE2) begin
				state <= FETCH;
			end
			else if(state == I_STORE) begin
				state <= FETCH;
			end
			else if(state == LOADSTATE) begin
				state <= LOADSTATE2;
			end
			else if(state == LOADSTATE2) begin
				state <= FETCH;
			end
			else if(state == I_LOAD) begin
				state <= I_LOAD2;
			end
			else if(state == I_LOAD2) begin
				state <= FETCH;
			end
			else if(state == FETCH3) begin
				state <= FETCH4;
				PC <= PC + 1'b1;
			end
			else if(state == FETCH4) begin
				immd[15:0] <= read_data;
				if(OPCODE <= MOVI) 
					state <= I_OPERATION;
				else if(OPCODE == LOADI)
					state <= I_LOAD;
				else if(OPCODE == STOREI)
					state <= I_STORE;
				else begin
					if(OPCODE == JS) 
						reg_write_index <= 4'd3;
					state <= I_BRANCH; 
				end
			end
	end
endmodule
`timescale 1ns / 1ps
module RegFile(
	input 		  clk,
	input 		  write_enable,
	input   [3:0] read_index_1,
	input   [3:0] read_index_2,
	input   [3:0] write_index,
	input  [23:0] write_data,
	output reg [23:0] read_data_1,
	output reg [23:0] read_data_2
    );
	reg [23:0] sp = 0;
	reg [23:0] fp = 0;
	reg [23:0] ra = 0;
	reg [23:0] a0 = 0;
	reg [23:0] a1 = 0;
	reg [23:0] m0 = 0;
	reg [23:0] m1 = 0;
	reg [23:0] rv = 0;
	reg [23:0] v0 = 0;
	reg [23:0] v1 = 0;
	reg [23:0] p0 = 0;
	reg [23:0] p1 = 0;
	reg [23:0] p2 = 0;
	reg [23:0] p3 = 0;
	reg [23:0] p4 = 0;
	always@(*) 
	begin
		case(read_index_1)
			0: read_data_1 = 0;
			1: read_data_1 = sp;
			2: read_data_1 = fp;
			3: read_data_1 = ra;
			4: read_data_1 = a0;
			5: read_data_1 = a1;
			6: read_data_1 = m0;
			7: read_data_1 = m1;
			8: read_data_1 = rv;
			9: read_data_1 = v0;
			10: read_data_1 = v1;
			11: read_data_1 = p0;
			12: read_data_1 = p1;
			13: read_data_1 = p2;
			14: read_data_1 = p3;
			15: read_data_1 = p4;
		endcase
	end
	always@(*) 
	begin
		case(read_index_2)
			0: read_data_2 = 0;
			1: read_data_2 = sp;
			2: read_data_2 = fp;
			3: read_data_2 = ra;
			4: read_data_2 = a0;
			5: read_data_2 = a1;
			6: read_data_2 = m0;
			7: read_data_2 = m1;
			8: read_data_2 = rv;
			9: read_data_2 = v0;
			10: read_data_2 = v1;
			11: read_data_2 = p0;
			12: read_data_2 = p1;
			13: read_data_2 = p2;
			14: read_data_2 = p3;
			15: read_data_2 = p4;
		endcase
	end
	always@(posedge clk)begin
		if(write_enable) begin
			case(write_index)
				1: sp <= write_data;
				2: fp <= write_data;
				3: ra <= write_data;
				4: a0 <= write_data;
				5: a1 <= write_data;
				6: m0 <= write_data;
				7: m1 <= write_data;
				8: rv <= write_data;
				9: v0 <= write_data;
				10: v1 <= write_data;
				11: p0 <= write_data;
				12: p1 <= write_data;
				13: p2 <= write_data;
				14: p3 <= write_data;
				15: p4 <= write_data;
		endcase
	end
	end
endmodule
```
**design/flow/run.sh**
```bash
#!/bin/bash
# OpenROAD 26Q1-2900-gdf79404cd8, Yosys 0.63+post, stock flow scripts
make -C /OpenROAD-flow-scripts/flow DESIGN_CONFIG=/design/flow/config.mk WORK_HOME=/design/flow/orfs finish
```
==> results.cfg <==
; synthesis and place-and-route metrics
[sta]
period_needed_ns = 8.18
final.setup.tns_ns = 0
setup_viol = 0
rsz0062_at_grt = false
finalMaxSlewViolations = 0
tightest_slew_ns = 1.18
max_freq_mhz = 122
skew_ns = 0.0211
fin_crit_sh_pct = 69.3
max-slew-margin-rel_pct = 21.4
hold_violations = 0

[global_route]
grt.total_usage_pct = 36.6
grt_max_degree = 100
grt_pass1_vias = 30600
grt_overflow_total = 0
grt_first_pass_wirelength_um = 260000
grt_antenna_before_repair = 12

[synth]
synth-edff-count = 430
ys_seq_share_pct = 40.3
synth-seq-cells = 430
ys_area_um2 = 32000
synthTopCellsByCount = edfxtp_1 (430), nand2_1 (240), nor2_1 (206)
yosysWarningCount = 2
ff_type = edfxtp_1
syn_avg_cell_area_um2 = 9.91
netlist_area_um2 = 32000
post_synth_num_cell_types = 103
synth_area_leader_cell = edfxtp_1
synth.top_cell.area_share_pct = 40.3
most_common_cell = edfxtp_1
ys_cells = 3234
synthCells = 3234
top_cells_by_area = edfxtp_1 (40%), ha_1 (5.6%), mux2i_1 (3.3%)
async_flop_share_pct = 0

[worst_setup_path]
crit_required_ns = 12.27
cp_max_fo = 42
crit_path_start = reg_read_index_2[0]
rr_endpoint = zero_flag
reg2reg_slack_ns = 3.62
cp-end-kind = register
cp-endpoint = zero_flag
rr_worst_depth = 26
worstPathArrival_ns = 8.65
r2r-start = reg_read_index_2[0]
cp-start-kind = register
critPathKind = reg2reg

[detailed_routing]
vias = 31400
routedWlPerCell_um = 40.5
viasPerCell = 6.62
drt_first_pass_iters = 26
ant_nets = 0
wirelength_um = 192000
drc_errors = 0
first_iter_violations = 3589

[cts]
cts_resized = 0
clkLatencyLatePin_ns = 0.63
cts_tree = done
cts_buffers = 50
clock_sinks = 430
cts_setup_buffers = 0
cts-htree-levels = 2
clock_path_buffers = 3
cts_hold_buf = 0
clk_pin_slew_ns = 0.06
clock-root-buffer = clkbuf_16

[outcome]
run_status = finished clean

[placement]
io_buffer_count = 60
hpwl_um = 137000
dp.cells = 4639
gp_congestion = 1.09

[pwr]
ir_worst_vdd_mv = 0.130
power_density_nw_per_um2 = 113
power_w = 0.00414
leakagePower_nw = 12.7

[layout]
stdcell_count = 4738
layout-drive-gt1-share_pct = 13.5
area_growth_syn_to_layout_pct = 14.1

[run]
maxCapViolations = 0
warnings = 74

[floorplanning]
fp.coreArea_um2 = 106000
io_pins = 61
die_h_um = 329
die_x_um = 329
fp_util_pct = 30.4
die-area_um2 = 108000
rows = 119

[worst_hold_path]
hold_path_class = reg2reg
min_path_cells = 2
==> stage by stage <==
step                utilization (%)  hold slack [ns]  area (µm²)  worst slack, ns
floorplan                         -            0.604       32000             5.65
global placement               33.1            0.695       34900             3.96
detailed placement             33.1            0.698       34900             4.00
CTS                            34.6            0.716       36500             3.98
global route                   34.6            0.759       36500             3.44
finish                         34.6            0.740       36600             3.62
==> final cells by class <==
type	count	area (µm²)
Fill cell	10600	69000
Multi-Input combinational cell	2431	17600
Tap cell	1391	1740
Inverter	107	402
Sequential cell	430	12900
Clock buffer	58	1280
Antenna cell	9	22.5
Timing Repair Buffer	280	2290
Clock inverter	32	304
==> worst min-delay path by stage <==
stage | startpoint | to
finish | immd[3] | PC[3]
global route | PC[23] | PC[23]
CTS | PC[23] | PC[23]
==> cells in the final DEF, fill, tap and decap left out, types with 33 or more instances in the layout <==
cell type,instances
ha_1,144
edfxtp_1,430
inv_1,99
clkdlybuf4s50_1,60
clkbuf_16,50
nand2b_1,42
nand2_1,240
and3_1,41
o221ai_1,34
nor2b_1,37
a221oi_1,61
a22oi_1,108
a31oi_1,43
o22ai_1,54
nand3b_1,51
o211ai_1,33
xnor2_1,63
nor2_1,191
a21oi_1,164
buf_4,217
a22o_1,58
nor3_1,56
o21ai_0,160
nand3_1,89
mux2i_1,106
==> report_power, final <==
part           internal [W]  leakage (nW)  switching [W]
sequential          0.00171          4.11      0.0000315
combinational      0.000259          7.83       0.000597
clock              0.000869         0.758       0.000679
total               0.00283          12.7        0.00131
==> kinds of logic after synthesis <==
logic type | Yosys count | share of synthesized area (%)
xor+xnor | 89 | 2.43
fa+ha+maj | 146 | 5.75
simple gates | 996 | 16.5
compound gates | 1045 | 23.8
flops | 430 | 40.3
mux | 155 | 5.68
buf+inv | 373 | 5.61
==> worst max-delay path: stages, from the launching register on <==
cell and delay, ns:
edfxtp_1 0.75, buf_4 0.62, and2_1 0.76, buf_4 0.35, a22oi_1 0.09, o22ai_1 0.16, or4b_1 0.49, inv_1 0.17
ha_1 0.26, and4_1 0.18, a21oi_1 0.17, xnor2_1 0.14, nor2_1 0.06, ha_1 0.44, o311ai_0 0.18, nor2_1 0.15
a21oi_1 0.11, o31ai_1 0.78, a31oi_1 0.33, o21ai_0 0.40, a21oi_1 0.12, o21bai_1 0.31, a311oi_1 0.08, a311oi_1 0.29
a21oi_1 0.11, buf_4 0.22, nor4b_2 0.22
==> metal layers <==
metal	vias up	routed length (µm)	share of wire (%)	GRT usage (%)
met2	2365	80000	42	51.0
met5	-	74	0.039	0
met3	672	26000	14	16.7
met4	10	15800	8.2	23.5
li1	12900	-	-	-
met1	15400	69900	36	46.3
Power and IR drop assume default switching activity.
